==> flow/design.v <==
`timescale 1ns / 1ps
module spi_master #(
    parameter CLOCKS_PER_SPI_BIT     = 4,        
    parameter SPI_CS_INACTIVE_CLOCKS = 4        
)(
    input wire       i_clk,
    input wire       i_rst,
    input wire       i_config_slave,     
    input wire [2:0] i_slave_select,     
    input wire [3:0] i_config_data,
    input wire       i_tx_data_valid,    
    input wire [7:0] i_tx_data_byte,
    output reg       o_tx_ready,         
    output reg       o_rx_data_valid,
    output reg [7:0] o_rx_data_byte,
    output reg       o_spi_sclk,
    output reg [7:0] o_spi_cs,
    output reg [7:0] o_spi_mosi,
    input wire [7:0] i_spi_miso
);
reg [3:0] config_regs [7:0];  
always @(posedge i_clk) begin   
    if(i_config_slave && o_tx_ready) begin
        config_regs[i_slave_select] <= i_config_data;
    end
end
reg [7:0] r_tx_data_byte   = 8'b00000000;
reg [2:0] r_slave_selected = 3'b000;
always @(posedge i_clk) begin  
    if(i_tx_data_valid && o_tx_ready) begin
        r_tx_data_byte   <= i_tx_data_byte;
        r_slave_selected <= i_slave_select;
    end
end
wire cpol, cpha, lsb_first, cs_pol;
assign cpol      = config_regs[r_slave_selected][3];  
assign cpha      = config_regs[r_slave_selected][2];  
assign lsb_first = config_regs[r_slave_selected][1];  
assign cs_pol    = config_regs[r_slave_selected][0];  
localparam IDLE     = 2'b00;
localparam INACTIVE = 2'b01;
localparam TX       = 2'b10;
reg [1:0] state     = IDLE;
reg [$clog2(CLOCKS_PER_SPI_BIT)-1:0] r_clk_cnt = 0;
reg [4:0] r_byte_edges = 0;
reg r_leading_edge     = 1'b0;
reg r_trailing_edge    = 1'b0;
reg r_spi_clock_start  = 1'b0;  
reg r_spi_clk          = 1'b0;
reg r_spi_clk_running   = 1'b0;
always @(posedge i_clk or posedge i_rst) begin
    if(i_rst) begin
        r_byte_edges     <= 0;
        r_clk_cnt        <= 0;
        r_leading_edge   <= 1'b0;
        r_trailing_edge  <= 1'b0;
        r_spi_clk        <= 1'b0;
        r_spi_clk_running <= 1'b0;
    end else begin
        r_leading_edge   <= 1'b0;
        r_trailing_edge  <= 1'b0;
        r_spi_clk_running <= 1'b0;
        if(r_spi_clock_start) begin
            r_byte_edges      <= 16;  
            r_spi_clk         <= cpol;
            r_spi_clk_running <= 1'b1;
        end else if(r_byte_edges > 0) begin
            r_spi_clk_running <= 1'b1;
            if(r_clk_cnt == CLOCKS_PER_SPI_BIT-1) begin
                r_byte_edges     <= r_byte_edges - 1;
                r_trailing_edge  <= 1'b1;
                r_clk_cnt        <= 0;
                r_spi_clk        <= ~r_spi_clk;
            end else if(r_clk_cnt == CLOCKS_PER_SPI_BIT/2-1) begin
                r_byte_edges    <= r_byte_edges - 1;
                r_leading_edge  <= 1'b1;
                r_clk_cnt       <= r_clk_cnt + 1;
                r_spi_clk       <= ~r_spi_clk;
            end else begin
                r_clk_cnt <= r_clk_cnt + 1;
            end
        end
    end
end
reg [$clog2(SPI_CS_INACTIVE_CLOCKS+1)-1:0] r_inactive_cnt = 0;
reg [2:0] r_tx_bit_cnt = 0;
reg [2:0] r_rx_bit_cnt = 0;
always @(posedge i_clk or posedge i_rst) begin
    if(i_rst) begin
        state             <= IDLE;
        r_inactive_cnt    <= 0;
        r_spi_clock_start <= 1'b0;
        r_tx_bit_cnt      <= 0;
        r_rx_bit_cnt      <= 0;
        o_rx_data_valid   <= 1'b0;
        o_rx_data_byte    <= 8'b00000000;
        o_spi_mosi        <= 8'b00000000;
    end else begin
        case(state)
            IDLE: begin
                o_rx_data_valid <= 1'b0;
                o_spi_mosi <= 8'b00000000;
                if(i_tx_data_valid && o_tx_ready) begin
                    state <= INACTIVE;
                    r_inactive_cnt <= r_inactive_cnt + 1;
                end
            end
            INACTIVE: begin
                r_inactive_cnt <= r_inactive_cnt + 1;
                if(r_inactive_cnt == SPI_CS_INACTIVE_CLOCKS) begin
                    state <= TX;
                    r_spi_clock_start <= 1'b1;
                    r_inactive_cnt <= 0;
                    if(lsb_first) begin
                        o_spi_mosi[r_slave_selected] <= r_tx_data_byte[0];
                        r_tx_bit_cnt <= 1;
                        r_rx_bit_cnt <= 0;
                    end else begin
                        o_spi_mosi[r_slave_selected] <= r_tx_data_byte[7];
                        r_tx_bit_cnt <= 6;
                        r_rx_bit_cnt <= 7;
                    end
                end
            end
            TX: begin
                r_spi_clock_start <= 1'b0;
                if(~r_spi_clk_running && ~r_spi_clock_start) begin
                    state <= IDLE;
                    o_rx_data_valid <= 1'b1;
                end
                if((r_leading_edge && cpha) || (r_trailing_edge && ~cpha)) begin
                    o_spi_mosi[r_slave_selected] <= r_tx_data_byte[r_tx_bit_cnt];
                    if(lsb_first) begin
                        r_tx_bit_cnt <= r_tx_bit_cnt + 1;
                        r_rx_bit_cnt <= r_rx_bit_cnt + 1;
                    end else begin
                        r_tx_bit_cnt <= r_tx_bit_cnt - 1;
                        r_rx_bit_cnt <= r_rx_bit_cnt - 1;
                    end
                end else if((r_leading_edge && ~cpha) || (r_trailing_edge && cpha)) begin
                    o_rx_data_byte[r_rx_bit_cnt] <= i_spi_miso[r_slave_selected];
                end
            end
            default: state <= IDLE;
        endcase
    end
end
always @(*) begin
    o_spi_cs   = {~config_regs[7][0], ~config_regs[6][0], ~config_regs[5][0], ~config_regs[4][0], 
                  ~config_regs[3][0], ~config_regs[2][0], ~config_regs[1][0], ~config_regs[0][0]};
    o_spi_sclk = config_regs[i_slave_select][3];
    o_tx_ready =  1'b1;
    if(state == TX) begin
        o_spi_cs[r_slave_selected] = cs_pol;
        o_spi_sclk = r_spi_clk;
        o_tx_ready =  1'b0;
    end else if(state == INACTIVE) begin
        o_spi_sclk = cpol;
        o_tx_ready =  1'b0;
    end
end
endmodule
==> flow/run.sh <==
#!/bin/bash
# OpenROAD 26Q1-2900-gdf79404cd8, Yosys 0.63+post, stock flow scripts
make -C /OpenROAD-flow-scripts/flow DESIGN_CONFIG=/design/flow/config.mk WORK_HOME=/design/flow/orfs finish
==> flow/config.mk <==
export PLATFORM = sky130hd
export DESIGN_NAME = spi_master
export DESIGN_NICKNAME = spi_master
export VERILOG_FILES = /design/flow/design.v
export SDC_FILE = /design/flow/constraint.sdc
export NUM_CORES = 4
export LEC_CHECK = 1
export CORE_UTILIZATION = 40
==> flow/constraint.sdc <==
current_design spi_master

set clk_period 3.0
set clk_io_pct 0.2

create_clock -name clk0 -period $clk_period [get_ports {i_clk}]

set non_clock_inputs [all_inputs -no_clocks]
set_input_delay [expr $clk_period * $clk_io_pct] -clock clk0 $non_clock_inputs
set_output_delay [expr $clk_period * $clk_io_pct] -clock clk0 [all_outputs]
==> impl_report.txt <==
PHYSICAL IMPLEMENTATION REPORT
----------------------------------------------------
[Status]
  Outcome ........................ complete, no violations

[Setup path]
  Top cell family by delay on the critical path ........................ buffers and inverters
  Largest fanout on the critical path ........................ 10
  Crit path kind ........................ reg2out
  Required time of the critical path ........................ about 2400 ps
  Arr. time, crit path ........................ approximately 2400 ps
  Critical path endpoint category ........................ primary output
  Worst path max stage delay ........................ 500 ps
  Number of buffer and inverter stages on the critical path ........................ 3
  R2r startpoint ........................ r_slave_selected[0]$_DFFE_PP_
  Critical path cell sequence ........................ buf_4 -> buf_4 -> nor4_2 -> and2_1 -> nand2_1 -> mux2i_1 -> clkdlybuf4s50_1
  Kind of start point of the critical path ........................ flip-flop
  Launching instance or port of the critical path ........................ r_slave_selected[0]$_DFFE_PP_
  Crit-path slowest cell ........................ edfxtp_1
  Cell with the most instances on the worst path ........................ buf_4

[Finish]
  Number of fill cells in the layout ........................ between 900 and 1000
  Area Growth Syn to Fin ........................ 28.39%
  Utilization of the core after routing ........................ 0.5269
  Proportion of layout cells with a drive suffix above 1 ........................ 0.2303
  Final design area excluding fillers ........................ around 5700 sq um

[Placed design]
  Final estimated routing congestion in global placement ........................ a little under 0.9
  Estimated wirelength of the detail-placed design ........................ 6.832 mm
  Cell area reported after detailed placement ........................ ~5300 sq um
  Port Buf Inserts ........................ 53
  Pre-CTS worst setup slack ........................ -185.7 ps

[GRT]
  GRT overflow ........................ 0
  Met1 demand-to-capacity share in global routing ........................ 0.2928
  Global-route met2 utilization ........................ 0.2760
  Most utilized layer in the global route result ........................ met1
  Met3 capacity usage during global routing ........................ 0.06262
  Global-route wire length before repair ........................ 15.79 mm
  Total Routing Usage GR ........................ 0.1868
  Number of antenna violations at the first check in global routing ........................ 0
  Largest net degree at the start of global routing ........................ slightly above 40
  Vias in the first global route ........................ 3143

[Floorplanning]
  Core Area ........................ 10790 sq um
  Area of the die ........................ around 11000 sq um
  Die extent in x ........................ between 100 and 150 um
  Top-level I/O count ........................ around 54
  Site Rows ........................ 38
  Fp util ........................ 0.4104
  Die Y ........................ approximately 110 um

[Yosys]
  Share of synthesized area occupied by flip-flops and latches ........................ 0.5175
  Count of mapped cells out of synthesis ........................ around 360
  # Cells Yosys ........................ 360
  Avg Inst Size Synth ........................ between 10 and 15 sq um
  Proportion of register bits with asynchronous set or reset after synthesis ........................ 0.4819
  Warnings from Yosys ........................ 1
  Top flip-flop cell by instance count after synthesis ........................ edfxtp_1
  FF+latch count, synth ........................ about 83
  Syn Std Cell Area ........................ about 4400 sq um
  Chip Area, Yosys ........................ about 4400 sq um
  Number of distinct library cells after synthesis ........................ about 56
  Post-synth EDFFs ........................ between 40 and 50

[STA]
  Ratio of final minimum period to clock period ........................ 0.9947
  Max Transition Viols Final ........................ 0
  Achievable clock frequency ........................ about 0.34 GHz
  Min Tclk post-route ........................ 2984 ps
  Transition at the pin with the smallest max-transition slack ........................ around 700 ps
  Unrepaired setup endpoints after global routing ........................ true
  Clk_skew ........................ between 15 and 20 ps
  Final Setup Violations ........................ 0
  Worst-case setup margin in the final layout ........................ between 15 and 20 ps
  Count of final hold-check violations ........................ 0
  Max_slew headroom ........................ 0.5404

[CTS]
  Clock latency on the worst-skew pair ........................ between 300 and 400 ps
  Clock-pin slew on the worst setup and hold paths ........................ ~90 ps
  Root Buffer Master ........................ clkbuf_8
  Clock buffer count from CTS ........................ 9
  Number of hold buffers added after cts ........................ 0
  Total number of H-tree levels ........................ 3
  Clock tree from TritonCTS ........................ done
  Clock tree buffer depth ........................ 2
  # clock sinks ........................ 83

[Drt]
  Average routed wire per standard cell ........................ about 16 um
  Count of inserted antenna diode cells ........................ 0
  Via density per instance ........................ 5.336
  Final routed wirelength across all metal layers ........................ around 9.6 mm
  Post-route DRC ........................ 0
  Iteration count of the initial detailed-routing pass ........................ 4
  Iteration-0 DRC count of the detailed router ........................ 93
  Routed Antenna Nets ........................ 0
  Via count ........................ about 3200

[Job]
  Number of warnings the tools reported ........................ 38
  Max-Cap Viols ........................ 0

[Pwr]
  Power density of the placed cells ........................ 807.1 nW/um^2
  Leakage component of the power ........................ approximately 2.3 nW
  Post-layout total power ........................ approximately 0.0046 W
  Peak supply drop ........................ 0.3003 mV

[Hold path]
  Min-Delay Path Class ........................ reg2reg
  Hold Startpoint ........................ o_rx_data_byte[3]$_DFFE_PP0P_

----------------------------------------------------
[timing repair]
| item | in CTS | in global routing |
|---|---|---|
| buffers inserted | 4 | 11 |
| setup endpoints to repair | 9 | 8 |
| pin swaps | 1 | 2 |
| gates resized | 16 | 13 |
[power breakdown]
part           switching [W]  internal, W  total, W
registers           0.000215      0.00143   0.00165
logic                0.00113      0.00102   0.00215
clock network       0.000470     0.000324  0.000794
total                0.00181      0.00278   0.00459
[worst register-to-register path: stages, from the launching register on]
cell	delay [ps]
edfxtp_1	480
buf_4	170
buf_4	190
mux4_2	530
mux2_4	330
mux2i_4	500
nand2_2	170
mux2_4	330
[per-layer routing]
metal / wire length, um / up-vias
li1: - / 1536
met1: 4342 / 1541
met2: 4434 / 88
met3: 707 / 15
met4: 142 / 0
met5: 0 / -
[metrics by stage]
step                hold WS [ps]  instances  TNS (ps)
floorplan                  432.9        360         0
global placement           479.6        565    -146.6
detailed placement         483.5        565    -185.7
CTS                        510.1        585    -150.2
global route               531.9        596    -181.5
finish                     499.8        596         0
[sequential cells by signal (all words and copies together), names as in the netlist]
register           cells
o_rx_data_valid        1
r_tx_data_byte         8
r_spi_clk              1
o_rx_data_byte         8
r_inactive_cnt         3
r_spi_clk_running      1
r_slave_selected       3
state                  2
o_spi_mosi             8
config_regs           32
r_clk_cnt              2
r_trailing_edge        1
r_leading_edge         1
r_byte_edges           5
r_spi_clock_start      1
r_tx_bit_cnt           3
r_rx_bit_cnt           3
[area by class of cell]
| type | instances | area, sq um | share of cell area |
|---|---|---|---|
| Timing Repair Buffer | 95 | 863.3 | 0.1518 |
| Sequential cell | 83 | 2292 | 0.4031 |
| Clock inverter | 7 | 70.07 | 0.01232 |
| Inverter | 18 | 67.56 | 0.01188 |
| Tap cell | 140 | 175.2 | 0.03080 |
| Multi-Input combinational cell | 244 | 2095 | 0.3683 |
| Clock buffer | 9 | 123.9 | 0.02178 |
[cell usage after synthesis, types with 3 or more instances]
| cell type | count | area [sq um] |
|---|---|---|
| dfrtp_1 | 40 | 1001 |
| o211ai_1 | 5 | 37.54 |
| edfxtp_1 | 43 | 1291 |
| and2_1 | 5 | 31.28 |
| nand2b_1 | 8 | 50.05 |
| clkbuf_1 | 9 | 33.78 |
| xor2_1 | 4 | 35.03 |
| a21oi_1 | 17 | 85.08 |
| nand4_1 | 8 | 50.05 |
| buf_2 | 3 | 15.01 |
| o21ai_0 | 6 | 30.03 |
| o2bb2ai_1 | 4 | 35.03 |
| o22ai_1 | 3 | 18.77 |
| nor4_1 | 8 | 50.05 |
| inv_1 | 16 | 60.06 |
| mux4_2 | 12 | 270.3 |
| a22o_1 | 8 | 70.07 |
| mux2i_4 | 3 | 67.56 |
| nor3_1 | 5 | 25.02 |
| nor2_1 | 28 | 105.1 |
| nand2_1 | 28 | 105.1 |
| ha_1 | 17 | 212.7 |
| nand3_1 | 10 | 50.05 |
| o21a_1 | 3 | 22.52 |
| mux2_2 | 5 | 56.30 |
| mux2_1 | 3 | 33.78 |
| xnor2_1 | 5 | 43.79 |
| mux2i_1 | 13 | 130.1 |
[cells in the final DEF, fill, tap and decap left out, types with 4 or more instances in the layout]
cell / instances
nor4_1: 7
xnor2_1: 5
dfrtp_1: 40
buf_4: 39
nor2_1: 27
clkbuf_8: 9
o21ai_0: 6
nor3_1: 4
inv_1: 16
nand2_1: 28
edfxtp_1: 43
o211ai_1: 5
mux4_2: 12
nand3_1: 10
o2bb2ai_1: 4
nand4_1: 8
a22o_1: 8
mux2i_1: 13
mux2_2: 4
and2_1: 5
a21oi_1: 14
clkdlybuf4s50_1: 47
nand2b_1: 8
ha_1: 16
[logic make-up (layout without fill, tap and decap cells)]
family	Yosys count	in the layout	synth area share
AOI/OAI and AO/OA	62	62	0.1020
adders and majority gates	19	19	0.05706
buffers and inverters	33	129	0.03248
DFF	83	83	0.5175
muxes	40	40	0.1446
xor gates and xnor gates	9	9	0.01780
and+or+nand+nor	114	114	0.1285
[final timing paths]
| check | end | slack, ps | cells after the start |
|---|---|---|---|
| max | o_spi_cs[0] | 20 | 7 |
| min | o_rx_data_byte[3]$_DFFE_PP0P_ | 500 | 1 |
| max reg2reg | r_tx_bit_cnt[0]$_DFFE_PP0P_ | 210 | 7 |
| min reg2reg | o_rx_data_byte[3]$_DFFE_PP0P_ | 500 | 1 |
| max in group asynchronous | r_clk_cnt[0]$_DFFE_PP0P_ | 1980 | 3 |
| min in group asynchronous | o_rx_data_byte[1]$_DFFE_PP0P_ | 660 | 3 |
Power and IR drop assume default switching activity.
